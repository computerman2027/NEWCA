**./config.mk**
```make
export PLATFORM = sky130hd
export DESIGN_NAME = addersubtractor
export DESIGN_NICKNAME = addersubtractor
export VERILOG_FILES = /design/flow/design.v
export SDC_FILE = /design/flow/constraint.sdc
export NUM_CORES = 4
export LEC_CHECK = 1
export CORE_AREA = 10 10 70 70
export DIE_AREA = 0 0 80 80
```
**./constraint.sdc**
```tcl
current_design addersubtractor

set clk_period 4.7
set clk_io_pct 0.2

create_clock -name clk0 -period $clk_period

set non_clock_inputs [all_inputs -no_clocks]
set_input_delay [expr $clk_period * $clk_io_pct] -clock clk0 $non_clock_inputs
set_output_delay [expr $clk_period * $clk_io_pct] -clock clk0 [all_outputs]
```
**./design.v**
```verilog
`timescale 1ns / 1ps
module addersubtractor(
    input [3:0]a,
    input [3:0]b,
    input m,
    output [3:0]r,
    output c
    );
    wire [3:0]s;
    wire [3:0]c2;
    wire [3:0]m1;
    assign m1 = m?~b:b;
    fulladder fa0(a[0],m1[0],m,s[0],c2[0]);
    fulladder fa1(a[1],m1[1],c2[0],s[1],c2[1]);
    fulladder fa2(a[2],m1[2],c2[1],s[2],c2[2]);
    fulladder fa3(a[3],m1[3],c2[2],s[3],c);
    assign r=s;
endmodule
`timescale 1ns / 1ps
module fulladder(
    input a,
    input b,
    input cin,
    output s,
    output cout
    );
    assign s = a^b^cin;
    assign cout = (a&b) | (b&cin) |(cin&a);
endmodule
```
**./run.sh**
```bash
#!/bin/bash
# OpenROAD 26Q1-2900-gdf79404cd8, Yosys 0.63+post, stock flow scripts
make -C /OpenROAD-flow-scripts/flow DESIGN_CONFIG=/design/flow/config.mk WORK_HOME=/design/flow/orfs finish
```
==> report_table.html <==
<h2>Implementation results</h2>
<table>
<tr><th>Metric</th><th>Value</th></tr>
<tr><th colspan="2">Outcome</th></tr>
<tr><td>Result of the run</td><td>complete, no violations</td></tr>
<tr><th colspan="2">Layout</th></tr>
<tr><td>Commonest non-fill, non-tap cells in the layout</td><td>14 x sky130_fd_sc_hd__clkdlybuf4s50_1, 4 x sky130_fd_sc_hd__inv_1, 3 x sky130_fd_sc_hd__xor2_1, 3 x sky130_fd_sc_hd__fa_1</td></tr>
<tr><td>Most common logic cell in the routed design</td><td>sky130_fd_sc_hd__clkdlybuf4s50_1</td></tr>
<tr><td>Clkbuf count</td><td>0</td></tr>
<tr><td>Relative area change from synthesis to final layout</td><td>110.7%</td></tr>
<tr><td>Sequential cells</td><td>0</td></tr>
<tr><td>Sequential Area</td><td>0 µm²</td></tr>
<tr><td>Ratio of cells with drive above 1 in the final layout</td><td>3.846%</td></tr>
<tr><th colspan="2">Synth</th></tr>
<tr><td>Syn Std Cell Area</td><td>151.4 µm²</td></tr>
<tr><td>Warning count from the yosys run</td><td>0</td></tr>
<tr><td>Portion of the post-synthesis area used by sequential elements</td><td>0%</td></tr>
<tr><td>Mapped Avg Cell Area</td><td>9.462 µm²</td></tr>
<tr><td>Post-Synthesis Cells</td><td>16</td></tr>
<tr><td>Chip area estimate from yosys synthesis</td><td>151.4 µm²</td></tr>
<tr><td>Number of cell instances after yosys synthesis</td><td>16</td></tr>
<tr><td>Library cells used by synthesis</td><td>6</td></tr>
<tr><th colspan="2">STA</th></tr>
<tr><td>Achievable frequency</td><td>0.2302 GHz</td></tr>
<tr><td>Post-Route Hold Slack</td><td>2.855 ns</td></tr>
<tr><td>Min Tclk post-route</td><td>4.345 ns</td></tr>
<tr><td>Measured slew at the worst slew-check pin</td><td>0.2026 ns</td></tr>
<tr><td>Number of max-slew violations in the final report</td><td>0</td></tr>
<tr><td>Final count of hold timing violations</td><td>0</td></tr>
<tr><td>Unrepaired setup endpoints after global routing</td><td>false</td></tr>
<tr><td>Final Setup Violations</td><td>0</td></tr>
<tr><td>Final period util</td><td>92.44%</td></tr>
<tr><td>Setup total negative slack</td><td>0 ns</td></tr>
<tr><td>Worst slew margin</td><td>86.45%</td></tr>
<tr><th colspan="2">Worst setup path</th></tr>
<tr><td>Data required time at the worst endpoint</td><td>3.76 ns</td></tr>
<tr><td>CP Data Arrival Time</td><td>3.40 ns</td></tr>
<tr><td>Top fanout value on the critical path</td><td>2</td></tr>
<tr><td>Startpoint types</td><td>primary input</td></tr>
<tr><td>Critical Path Source</td><td>b[0]</td></tr>
<tr><td>Type of element capturing the critical path</td><td>output pin</td></tr>
<tr><td>Category of the critical setup timing path</td><td>primary input to output pin</td></tr>
<tr><th colspan="2">Route</th></tr>
<tr><td>Routed WL</td><td>526 µm</td></tr>
<tr><td>Drc violations</td><td>0</td></tr>
<tr><td>Number of iterations in the first detailed-routing pass</td><td>1</td></tr>
<tr><td>Via count</td><td>123</td></tr>
<tr><td>Antenna Cells</td><td>0</td></tr>
<tr><td>Detailed-route wire length per cell</td><td>7.306 µm</td></tr>
<tr><td>Initial drt markers</td><td>0</td></tr>
<tr><td>Count of antenna-violating nets left after detailed routing</td><td>0</td></tr>
<tr><td>Via density</td><td>1.708</td></tr>
<tr><th colspan="2">Clocking</th></tr>
<tr><td>Count of hold-fix buffers inserted at cts</td><td>0</td></tr>
<tr><td>PostCTS Resize Cnt</td><td>0</td></tr>
<tr><td>Number of buffers inserted by post-CTS setup repair</td><td>0</td></tr>
<tr><th colspan="2">Die</th></tr>
<tr><td>Std-Cell Rows</td><td>21</td></tr>
<tr><td>Die span in y</td><td>80 µm</td></tr>
<tr><td>Overall chip area</td><td>6400 µm²</td></tr>
<tr><td>Die X</td><td>80 µm</td></tr>
<tr><td>Total I/O pin count</td><td>14</td></tr>
<tr><td>Floorplan Utilization</td><td>4.432%</td></tr>
<tr><td>Core region area</td><td>3416 µm²</td></tr>
<tr><th colspan="2">Flow run</th></tr>
<tr><td>Number of OpenROAD warnings</td><td>35</td></tr>
<tr><td>Max-capacitance violation count</td><td>0</td></tr>
<tr><th colspan="2">Global route</th></tr>
<tr><td>Pin count of the biggest net entering global routing</td><td>5</td></tr>
<tr><td>Global-route wire length before repair</td><td>772 µm</td></tr>
<tr><td>Number of global-route vias before repair</td><td>127</td></tr>
<tr><td>Number of antenna violations at the first check in global routing</td><td>0</td></tr>
<tr><td>Global-route congestion overflow total</td><td>0</td></tr>
<tr><td>GRT Total Usage</td><td>1.577%</td></tr>
<tr><th colspan="2">Min path</th></tr>
<tr><td>Worst Hold Class</td><td>primary input to output pin</td></tr>
<tr><td>Origin of the worst min-delay path</td><td>a[0]</td></tr>
<tr><th colspan="2">Placement</th></tr>
<tr><td>Last weighted congestion value of the routability-driven placer</td><td>0.7370</td></tr>
<tr><td>Final HPWL from detailed placement</td><td>539.7 µm</td></tr>
<tr><td>Count of input and output buffers</td><td>14</td></tr>
<tr><th colspan="2">Pwr</th></tr>
<tr><td>Leakage power figure</td><td>0.1168 nW</td></tr>
<tr><td>Areal power density over the cells</td><td>122.9 nW/µm²</td></tr>
<tr><td>Maximum resistive drop on vdd</td><td>0.02884 mV</td></tr>
</table>
==> cell type report <==
class,instances,area (µm²)
multi-input cells,8,106.4
well taps,46,57.56
fillers,417,3097
inverters,4,15.01
repair buffers,14,140.1
==> synth_stat cells <==
| library cell | n | area share, % |
|---|---|---|
| sky130_fd_sc_hd__xnor2_1 | 1 | 5.8 |
| sky130_fd_sc_hd__inv_1 | 4 | 9.9 |
| sky130_fd_sc_hd__xor2_1 | 3 | 17 |
| sky130_fd_sc_hd__buf_4 | 4 | 20 |
| sky130_fd_sc_hd__mux2_2 | 1 | 7.4 |
| sky130_fd_sc_hd__fa_1 | 3 | 40 |
==> per-layer routing <==
layer | routed length, µm | global-route usage (%) | vias to the layer above
li1 | - | - | 61
met1 | 272 | 2.402 | 51
met2 | 152 | 1.685 | 11
met3 | 101 | 1.250 | 0
met4 | 0 | 0 | 0
met5 | 0 | 0 | -
==> critical path, stage by stage <==
cell and delay, ns:
sky130_fd_sc_hd__clkdlybuf4s50_1 0.50, sky130_fd_sc_hd__mux2_2 0.35, sky130_fd_sc_hd__fa_1 0.35, sky130_fd_sc_hd__inv_1 0.07
sky130_fd_sc_hd__fa_1 0.16, sky130_fd_sc_hd__inv_1 0.05, sky130_fd_sc_hd__fa_1 0.49, sky130_fd_sc_hd__clkdlybuf4s50_1 0.50
==> worst paths after layout <==
kind,cells after the start,end,slack [ns]
hold / removal,3,r[0],2.86
setup / recovery,8,r[3],0.36
==> power breakdown <==
group / switching (mW) / total, mW / internal [mW]
sequential: 0 / 0 / 0
combinational: 0.0121 / 0.0392 / 0.0271
clock: 0 / 0 / 0
==> cell families (layout without fill, tap and decap cells) <==
family,Yosys count,in the layout,synth area share (%)
XOR/XNOR,4,4,23.14
adder cells (fa/ha/maj),3,3,39.67
buffers and inverters,8,18,29.75
multiplexers,1,1,7.437
==> stage by stage <==
step,instances,utilization [%],setup slack (ns),area (µm²),total power [mW]
floorplan,16,-,1.349,151.4,0.01863
global placement,72,9.341,0.3798,319.1,0.03896
detailed placement,72,9.341,0.3483,319.1,0.03996
CTS,72,9.341,0.3424,319.1,0.04014
global route,72,9.341,0.2701,319.1,0.04373
finish,72,9.341,0.3551,319.1,0.03920
Power figures rest on the tool's default switching activity, not on a simulated workload.
